==> /design/flow/design.v <==
module alu(clk, rst, d1,d2, op,dout );
    input clk,rst;
    input [3:0] op;
    output reg [31:0] dout;
    input [31:0] d1;
    input [31:0] d2;
    wire signed[31:0] d1s,d2s;
    reg [31:0] ones;
    reg [31:0] test;
    assign d1s = d1;
    assign d2s = d2;
always @ (posedge clk) begin
    if(rst==1'b1) begin
        dout<=32'b0;
        ones<=32'hFFFFFFFF;
    end
    else begin
        case(op)
            4'b0000 : dout<=d1+d2;
            4'b0001 : dout<=d1-d2;
            4'b0011  : dout<=d1|d2;
            4'b0100 : dout<=d1^d2;
            4'b0010 : dout<=d1&d2;
            4'b0101 : dout<=d1>>d2;
            4'b0110 : dout<=d1<<d2;
            4'b1000 : if(d1[31]==1'b1) begin  
                        dout<=( (d1>>d2) | (ones<<(31-d2)) );  
                   end
                   else begin
                        dout<=d1>>d2; 
                   end
            4'b0111 : if(d1s < d2s) dout<=32'b1; else dout <=32'b0;
            4'b1001 : if(d1 < d2) dout<=32'b1; else dout <=32'b0;
        endcase
    end
end
endmodule
==> /design/flow/run.sh <==
#!/bin/bash
# OpenROAD 26Q1-2900-gdf79404cd8, Yosys 0.63+post, stock flow scripts
make -C /OpenROAD-flow-scripts/flow DESIGN_CONFIG=/design/flow/config.mk WORK_HOME=/design/flow/orfs finish
==> /design/flow/config.mk <==
export PLATFORM = sky130hd
export DESIGN_NAME = alu
export DESIGN_NICKNAME = alu
export VERILOG_FILES = /design/flow/design.v
export SDC_FILE = /design/flow/constraint.sdc
export NUM_CORES = 4
export LEC_CHECK = 1
export CORE_UTILIZATION = 40
==> /design/flow/constraint.sdc <==
current_design alu

set clk_period 15.5
set clk_io_pct 0.2

create_clock -name clk0 -period $clk_period [get_ports {clk}]

set non_clock_inputs [all_inputs -no_clocks]
set_input_delay [expr $clk_period * $clk_io_pct] -clock clk0 $non_clock_inputs
set_output_delay [expr $clk_period * $clk_io_pct] -clock clk0 [all_outputs]
==> impl_metrics.yaml <==
# flow metrics
worst_setup_path:
  cp_data_required_time_ns: 15.65
  crit_arrival_ns: 8.39
  critPathMaxFanout: 36
  crit_slowest_cell: "o31ai_1"
  crit-reg2reg-launch: "dout[23]$_SDFFE_PP0P_"
  timing.reg2reg.setup_slack_ns: 14.06
  critPathKind: "in2reg"
  crit_chain: "clkdlybuf4s50_1, buf_4, clkinv_1, ha_1, nor3b_1, nor3_1, o221ai_1, o31ai_1, o31ai_1, o31ai_1, xor2_1, a221oi_1, a2111oi_0"
  reg2reg_depth: 6
  worstSetupEndpointType: "flop"
  slowest_delay_ns: 0.90
  start_kind: "input port"
  r2r_end: "dout[23]$_SDFFE_PP0P_"
  cp_common_cell: "o31ai_1"
cts:
  cts.sinks: 32
  cts_made_buffers: 5
  cts_resized: 0
  tritoncts: "built"
  post-cts-setup-buffers: 0
  cts_max_level: 2
  hold_buffers: 0
  clk_latency_ns: 0.28
  root_buffer: "clkbuf_16"
  cts.reportedPaths.clkPinSlew_ns: 0.06
  cts_buffer_depth: 2
min_path:
  hold_path_depth: 2
  hold_path_class: "reg2reg"
  hold_end: "dout[10]$_SDFFE_PP0P_"
  hp-start: "dout[10]$_SDFFE_PP0P_"
place:
  gp_congestion: 1.07
  dp_slack_ns: 7.27
  io_buffers: 101
  placed_cells: 1865
  hpwl_mm: 42.3
drt:
  ant_nets: 0
  drtPass1Iterations: 7
  viasPerCell: 6.73
  wire_per_inst_um: 28.8
  num_vias: 12597
  diodes: 0
  first_iter_violations: 1332
  routed_wl_mm: 54.0
  drc_errors: 0
timing:
  final_period_minus_worst_setup_slack_ns: 8.23
  tightest_slew_ns: 1.03
  finalMaxSlewViolations: 0
  final.period_utilization: 0.531
  setup_viol: 0
  hold-worst-slack_ns: 0.472
  layout_setup_ws_ns: 7.27
  tns_ns: 0
  skew_ns: 0
  max_freq_mhz: 121
  finalHoldViolCount: 0
  maxSlewHeadroom: 0.304
  grt_setup_unrepaired: "no"
job:
  log.warning_count: 89
  drv_cap: 0
pwr:
  leakage_nw: 4.62
  power.switching_w: 0.000284
  power.share.switching: 0.494
  p_comb_frac: 0.659
  power_frac_seq: 0.165
  peakVddDrop_mv: 0.0451
  clkPwrFrac: 0.176
  p_per_area_nw_per_um2: 47.7
  power.internal_w: 0.000291
yosys:
  edf_count: 0
  top_cells_by_area: "ha_1 11%, mux4_2 9.6%, nor2_1 6.7%, a21oi_1 6.4%, dfxtp_1 6.0%"
  yosys_cells: 1508
  ys_seq_frac: 0.0604
  common_cells: "190 x nor2_1, 135 x a21oi_1, 106 x o21ai_0"
  yosys_area_um2: 10600
  synth_area_leader_cell: "ha_1"
  syn-cell-area_um2: 10600
  synth_flops: 32
  synth_cell_types: 86
  ys_warn_count: 1
  netlist_instances: 1508
  avgSynthCellArea_um2: 7.04
  synth_top_flop_cell: "dfxtp_1"
  top_cell: "nor2_1"
  synthArstFlopShare: 0
  top_area_frac: 0.114
floorplanning:
  die_x_um: 165
  fp.dieH_um: 165
  coreArea_um2: 26100
  dieArea_um2: 27200
  ioPinCount: 102
  fp_util: 0.407
  rows: 59
final_layout:
  largest_reg_flops: 32
  top_regs: "dout: 32 flops"
  syn_to_final_growth_pct: 13.5
  drive_gt1_frac: 0.0923
  top_register: "dout"
  instances_no_fill: 1873
grt:
  antenna_found_initial: 0
  grt_pass1_vias: 11522
  grt-ovfl-total: 0
  grt_pass1_wl_mm: 78.6
  grt_use_total: 0.412
  grt_max_degree: 52
status:
  status: "finished clean"
-- per-stage QoR --
stage	total power (W)	util	area, um^2
final	0.000575	0.462	12000
after global routing	0.000605	0.462	12000
after CTS	0.000563	0.462	12000
after detailed placement	0.000461	0.457	11900
after global placement	0.000464	0.457	11900
after floorplan	0.000316	-	10600
-- layout by cell type (no fill, tap or decap), drive strengths merged, types with 19 or more instances in the layout --
| cell | synthesis | final |
|---|---|---|
| inv | 94 | 94 |
| a21oi | 135 | 135 |
| o21ai | 107 | 107 |
| xnor2 | 24 | 24 |
| dfxtp | 32 | 32 |
| a221oi | 22 | 22 |
| nor2 | 190 | 190 |
| nand2 | 105 | 105 |
| mux4 | 45 | 45 |
| mux2i | 46 | 46 |
| nor4 | 22 | 22 |
| nand3 | 35 | 35 |
| nor3 | 43 | 43 |
| ha | 97 | 97 |
| a211oi | 27 | 27 |
| o211ai | 19 | 19 |
| buf | 23 | 45 |
| a31oi | 27 | 27 |
| a22oi | 19 | 19 |
| clkdlybuf4s50 | 0 | 98 |
-- cell type report --
class                      instances  area, um^2
fill                            2689       14000
multi-input combinational       1258        9160
timing repair buffer             143        1320
sequential                        32         641
tap                              335         419
inverter                          97         364
clock buffer                       5         125
clock inverter                     3        18.8
-- logic make-up after synthesis --
logic type	Yosys count	share of synthesized area
and+or+nand+nor	498	0.230
buffers and inverters	218	0.0801
adders and majority gates	99	0.118
xor gates and xnor gates	30	0.0248
muxes	108	0.157
DFF	32	0.0604
AOI/OAI and AO/OA	523	0.330
-- power by group through the flow --
stage | registers [W] | logic (W) | clock network, W
6_report | 0.0000946 | 0.000379 | 0.000101
5_1_grt | 0.0000955 | 0.000404 | 0.000105
4_1_cts | 0.0000946 | 0.000367 | 0.000102
-- worst max-delay path, delay by kind of cell --
kind            cells  cell delay, ns
buf+inv             3            1.54
fa+ha+maj           1            0.51
compound gates      6            2.58
xor+xnor            1            0.18
simple gates        2            0.45
-- per-layer routing --
| layer | part of all wire | vias up | wire (um) | global-route usage |
|---|---|---|---|---|
| li1 | - | 5745 | - | - |
| met2 | 0.41 | 748 | 21900 | 0.570 |
| met1 | 0.41 | 5973 | 22300 | 0.572 |
| met5 | 0.0016 | - | 85 | 0.0246 |
| met3 | 0.12 | 129 | 6470 | 0.135 |
| met4 | 0.060 | 2 | 3270 | 0.202 |
-- how the worst max path moves through the flow --
stage                 startpoint                    end  slack [ns]  cells past startpoint
after CTS                  d2[3]  dout[27]$_SDFFE_PP0P_        7.52                     13
after global routing       d2[3]  dout[27]$_SDFFE_PP0P_        7.06                     13
final                      d2[3]  dout[27]$_SDFFE_PP0P_        7.27                     13
Power figures rest on the tool's default switching activity, not on a simulated workload.
